==> flow/run.sh <==
#!/bin/bash
# OpenROAD 26Q1-2900-gdf79404cd8, Yosys 0.63+post, stock flow scripts
make -C /OpenROAD-flow-scripts/flow DESIGN_CONFIG=/design/flow/config.mk WORK_HOME=/design/flow/orfs finish
==> flow/config.mk <==
export PLATFORM = sky130hd
export DESIGN_NAME = digital_clock
export DESIGN_NICKNAME = digital_clock
export VERILOG_FILES = /design/flow/design.v
export SDC_FILE = /design/flow/constraint.sdc
export NUM_CORES = 4
export LEC_CHECK = 1
export CORE_UTILIZATION = 40
==> flow/constraint.sdc <==
current_design digital_clock

set clk_period 3.9
set clk_io_pct 0.2

create_clock -name clk0 -period $clk_period [get_ports {clock}]

set non_clock_inputs [all_inputs -no_clocks]
set_input_delay [expr $clk_period * $clk_io_pct] -clock clk0 $non_clock_inputs
set_output_delay [expr $clk_period * $clk_io_pct] -clock clk0 [all_outputs]
==> flow/design.v <==
`timescale 1ns / 1ps
module digital_clock(
    input clock,
    input reset,
    output a,
    output b,
    output c,
    output d,
    output e,
    output f,
    output g,
    output DP,
    output [7:0]AN
    );
reg [3:0]secs_L;  
reg [3:0]secs_M; 
reg [3:0]mins_L;
reg [3:0]mins_M;
reg [3:0]hours_L;
reg [3:0]hours_M;
reg [22:0] delay;  
wire test;
wire clk_1hz;
Clock_divider box1(.clock_in(clock), .clock_out(clk_1hz));
always @ (posedge clk_1hz or posedge reset)
 begin
    if(reset == 1'b1)begin           
         hours_M <= 0;
         hours_L <= 0;
         mins_M <= 0;
         mins_L <= 0;
         secs_M <= 0; 
         secs_L <= 0; end
     else  if(secs_L==4'd9)begin
             secs_L <= 0; 
             if(secs_M == 4'd5)begin
                secs_M <= 0;
                if(mins_L == 4'd9)begin
                    mins_L <= 0;
                    if(mins_M == 4'd5) begin
                        mins_M <= 0;
                        if(hours_L == 4'd9) begin
                            hours_L <= 0;
                            if(hours_M == 2) begin
                                hours_M <= 0;
                            end
                            else
                                hours_M <= hours_M + 1;
                        end
                        else
                            hours_L <= hours_L + 1;
                    end
                    else
                        mins_M <= mins_M + 1;
                end
                else
                    mins_L <= mins_L +1;
             end
             else
                secs_M <= secs_M + 1;   
     end
     else
        secs_L <= secs_L + 1; 
 end
localparam N = 18; 
reg [N-1:0]count;
always @ (posedge clock or posedge reset)
 begin
  if (reset)
   count <= 0;
  else
   count <= count + 1;
 end
reg [6:0]sseg;
reg [7:0]an_temp;
always @ (*)
 begin
  case(count[N-1:N-3])
   3'b000 : 
    begin
     sseg = secs_L;
     an_temp = 8'b11111110;
    end
   3'b001:
    begin
     sseg = secs_M;
     an_temp = 8'b11111101;
    end
   3'b010:
    begin
     sseg = mins_L;  
     an_temp = 8'b11111011;
    end
   3'b011:
    begin
     sseg = mins_M;  
     an_temp = 8'b11110111;
    end
    3'b100:
     begin
      sseg = hours_L;  
      an_temp = 8'b11101111;
     end
     3'b101:
      begin
       sseg = hours_M;  
       an_temp = 8'b11011111;
      end
     3'b110:
      begin
       sseg = mins_M;  
       an_temp = 8'b11110111;
      end 
  endcase
 end
assign AN = an_temp;
reg [6:0] sseg_temp; 
always @ (*)
 begin
  case(sseg)
   4'd0 : sseg_temp = 7'b1000000;  
   4'd1 : sseg_temp = 7'b1111001;  
   4'd2 : sseg_temp = 7'b0100100;  
   4'd3 : sseg_temp = 7'b0110000;  
   4'd4 : sseg_temp = 7'b0011001;  
   4'd5 : sseg_temp = 7'b0010010;  
   4'd6 : sseg_temp = 7'b0000010;  
   4'd7 : sseg_temp = 7'b1111000;  
   4'd8 : sseg_temp = 7'b0000000;  
   4'd9 : sseg_temp = 7'b0010000;  
   default : sseg_temp = 7'b0111111;  
  endcase
 end
assign {g, f, e, d, c, b, a} = sseg_temp; 
assign DP = 1'b1;  
endmodule
module Clock_divider(clock_in,clock_out);
input clock_in; 
output reg clock_out; 
reg[27:0] counter=28'd0;
parameter DIVISOR = 28'd100000000;    
always @(posedge clock_in)
begin
 counter <= counter + 28'd1;
 if(counter>=(DIVISOR-1))
  counter <= 28'd0;
  clock_out <= (counter<DIVISOR/2)?1'b1:1'b0;
end
endmodule
==> ci_impl_report.md <==
## Implementation flow summary

| Metric | Value |
|---|---|
| Clock transition at path regs | `0.09 ns` |
| Comb area leader | `simple AND/OR/NAND/NOR gates` |
| Number of logged tool warnings | `29` |
| DR iter-0 viols | `around 73` |
| Ys async rst share | `0.5185` |
| Hold Path Class | `reg2reg` |
| # DRC | `0` |
| CP max stage delay | `0.72 ns` |
| Max Root-Sink Buffers | `2` |
| Max-slew headroom | `0.4544` |
| Mux share | `0.03095` |
| Register pins left without a clock | `34` |
| Sw Ratio | `0.2288` |
| Unrepaired setup endpoints after global routing | `false` |
| Status | `finished clean` |
| Drt wl/cell | `11.80 um` |
| Worst-path fanout max | `26` |
| FF/Latch Area | `around 1800 um^2` |
| Cts repair resizes | `0` |
| Slew @ Worst Pin | `~0.82 ns` |
| Cells after Synth | `around 400` |
| Critical path arrival | `~2.2 ns` |
| Top cells by count | `nor2_1 (51), dfrtp_1 (42), nand2_1 (32)` |
| I/O pins | `18` |
| Late-Pin Clk Latency | `~0.3 ns` |
| LEAKAGE | `1.718 nW` |
| Cell internal pwr | `around 0.0007 W` |
| Routed wire length | `6157 um` |
| Mapped Area | `roughly 3800 um^2` |
| Fin util | `0.4480` |
| Synthesis-to-layout area growth | `9.052%` |
| Setup CP Type | `reg2reg` |
| Area leader share | `0.2795` |
| Setup Fix Bufs, Post-CTS | `0` |
| EDFF count, synth | `0` |
| Cell depth of the worst flop-to-flop path | `5` |
| Slew Limit Fails | `0` |
| Yosys cell count | `400` |
| Setup total negative slack | `0 ns` |
| Total GRT Usage | `0.1402` |
| Post-Synth AOI/OAI Area | `0.09285` |
| CP Cell Sequence | `and3_1 -> nand4_1 -> nor4_1 -> a21o_1 -> nor2_1` |
| Logic cell area | `~1800 um^2` |
| Sw power | `approximately 0.00021 W` |
| Vias per std cell | `4.990` |
| Die height | `between 90 and 100 um` |
| Clock Power Share | `0.377` |
| Initial Util | `0.4108` |
| # diodes | `0` |
| First-pass GRT wire length | `11,140 um` |
| Vias in the first global route | `2,514` |
| Grt ovf | `0` |
| Reg2reg start | `box1.counter[20]` |
| Num CTS Buffers | `5` |
| Synthesized area per cell | `around 9.4 um^2` |
| Final hold vios | `0` |
| Vias after detailed routing | `approximately 2,600` |
| Layout cell share with drive strength beyond 1 | `0.05353` |
| Peak supply drop | `around 340 uV` |
| Core box area | `slightly above 9000 um^2` |
| CP endpoint | `box1.counter[13]` |
| Yosys chip area | `3760 um^2` |
| Area leader, netlist | `dfrtp_1` |
| Share of power burned in registers | `0.572` |
| CTS tree | `built` |
| Die area | `just under 10,000 um^2` |
| Worst Setup SP | `box1.counter[20]` |
| Top cells by area | `dfrtp_1 (28%), dfxtp_1 (15%), xnor2_1 (7.2%)` |
| Pwr per Cell Area | `about 230 nW/um^2` |
| Dominant flop cell | `dfrtp_1` |
| Row cnt | `35` |
| Total stage count of the critical path | `5` |
| Setup-failing EPs final | `0` |
| Largest net degree at the start of global routing | `43` |
| H-tree levels | `2` |
| Synth top cell by count | `nor2_1` |
| Period utilisation layout | `0.5220` |
| Placer Congestion | `0.7978` |
| Xor and xnor area share after synthesis | `0.1211` |
| Max-cap violations | `0` |
| Netlist cell types | `about 50` |
| Post-layout min period | `~2 ns` |
| CTS root buf | `clkbuf_8` |
| Yosys warnings | `2` |
| Number of antenna violations at the first check in global routing | `0` |
| Final ANT Viol Nets | `0` |
| Detailed Routing Iterations Pass 1 | `4` |
| Bufs and invs on worst path | `0` |
| Slowest CP cell | `a21o_1` |
| Fillers | `approximately 860` |
| Die width | `about 99 um` |
| Hold_buf cts | `0` |
| CP top delay family | `simple AND/OR/NAND/NOR gates` |
| Simple-gate portion of the synthesized area | `0.2193` |
| Comb power frac | `0.051` |
| Endpoints left unconstrained | `around 47` |
| Clk_skew | `~0.0035 ns` |
| Flop-to-flop setup slack | `~1.9 ns` |
| Synth flops | `81` |
| Adder Area Share | `0.02329` |
| Fmax | `491.2 MHz` |
| Port buffer count | `14` |
| R2r endpoint | `box1.counter[13]` |
| Startpoint type of the worst setup path | `register` |
| CP Data Required Time | `approximately 4.1 ns` |
| Hold Crit Depth | `1` |
| CP endpoint kind | `register` |
| Dpl hpwl | `4559 um` |
==> sequential cells by signal, indices dropped and copies added (netlist names) <==
name / cells
mins_M: 4
count: 18
an_temp: 6
mins_L: 4
sseg: 4
secs_L: 4
hours_L: 4
secs_M: 4
box1.counter: 28
hours_M: 4
box1.clock_out: 1
==> final cells by class <==
class | count | area share
clock buffer | 7 | 0.02624
sequential | 81 | 0.4345
inverter | 18 | 0.01648
multi-input combinational | 289 | 0.4507
clock inverter | 1 | 0.002136
tap | 111 | 0.03387
timing repair buffer | 15 | 0.03601
==> placed cells by master (no fill, tap or decap), types with 6 or more instances in the layout <==
master	instances
ha_1	7
mux2i_1	6
xor2_1	21
nand4_1	12
nor2_1	51
xnor2_1	31
a21oi_1	11
dfrtp_1	42
clkbuf_8	6
inv_1	18
clkdlybuf4s50_1	14
nand2_1	32
dfxtp_1	29
o21ai_0	15
dlxtn_1	10
nand3_1	19
==> stage by stage <==
step	worst slack, ns	hold WS (ns)	cell area (um^2)	total power [W]	cells
5_1_grt	1.595	0.4691	4100	0.0009718	522
3_5_place_dp	1.860	0.4421	3984	0.0005906	514
4_1_cts	1.832	0.4555	4100	0.0009444	522
2_1_floorplan	2.146	0.4175	3767	0.0005785	402
3_3_place_gp	1.944	0.4288	3984	0.0005887	514
6_report	1.864	0.4519	4100	0.0009277	522
==> cell families after synthesis <==
| family | count (synthesis) |
|---|---|
| AOI/OAI and AO/OA | 54 |
| buffers and inverters | 32 |
| latches | 10 |
| and+or+nand+nor | 161 |
| adders and majority gates | 7 |
| other | 2 |
| xor gates and xnor gates | 52 |
| muxes | 11 |
| DFF | 71 |
==> routing by layer <==
layer,vias up,part of all wire,GRT usage
li1,1379,-,-
met1,1193,0.52,0.2197
met2,30,0.46,0.2340
met3,3,0.018,0.01010
met4,0,0.0055,0.008037
met5,-,0,0
==> power groups by stage <==
| stage | registers, W | clock network, W | logic, W |
|---|---|---|---|
| CTS | 0.000531 | 0.000364 | 0.0000492 |
| global route | 0.000534 | 0.000381 | 0.0000562 |
| finish | 0.000531 | 0.000350 | 0.0000470 |
==> worst min-delay path by stage <==
stage,startpoint,endpoint,slack [ns]
finish,box1.counter[0],box1.counter[0],0.45
global route,box1.counter[0],box1.counter[0],0.47
CTS,box1.counter[0],box1.counter[0],0.46
Power is estimated from default activity; no workload was simulated.
